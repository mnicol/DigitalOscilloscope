[flow/config.mk]
export PLATFORM = sky130hd
export DESIGN_NAME = dig_pot
export DESIGN_NICKNAME = dig_pot
export VERILOG_FILES = /design/flow/design.v
export SDC_FILE = /design/flow/constraint.sdc
export NUM_CORES = 4
export LEC_CHECK = 1
export CORE_AREA = 10 10 110 110
export DIE_AREA = 0 0 120 120
[flow/design.v]
`timescale 1 ns / 100 ps
module SPI_slv(clk,rst_n,tx_data,wrt,SCLK,MISO,SS_n,MOSI,cmd_rcvd,cmd_rdy,rsp_rdy);
  input clk,rst_n,SS_n,SCLK,wrt,MOSI;
  input [15:0] tx_data;
  output MISO;
  output [15:0] cmd_rcvd;
  output cmd_rdy;
  output rsp_rdy;
  reg [15:0] shft_reg,buffer;
  reg state,nstate;
  reg shft,ld,cmd_rdy,set_cmd_rdy,rsp_rdy;
  reg SCLK_ff1,SCLK_ff2,SCLK_ff3,SS_n_ff1,SS_n_ff2;
  reg MOSI_ff1,MOSI_ff2,MOSI_ff3;
  wire negSCLK;
  localparam IDLE = 1'b0;
  localparam TX   = 1'b1;
  always @(posedge clk)
    if (wrt)
      buffer <= tx_data;
  always @(posedge clk,negedge rst_n)
    if (!rst_n)
      rsp_rdy <= 0;
    else if (wrt)
      rsp_rdy <= 1;
    else if (ld)
      rsp_rdy <= 0;
  always @(posedge clk)
    if (ld)
      shft_reg <= buffer;
    else if (shft)
      shft_reg <= {shft_reg[14:0],MOSI_ff3};
  always @(posedge clk, negedge rst_n)
    if (!rst_n)
      begin
        SCLK_ff1 <= 1'b0;
        SCLK_ff2 <= 1'b0;
        SCLK_ff3 <= 1'b0;
        SS_n_ff1 <= 1'b1;
        SS_n_ff2 <= 1'b1;
        MOSI_ff1 <= 1'b0;
        MOSI_ff2 <= 1'b0;
        MOSI_ff3 <= 1'b0;
      end
    else
      begin
        SCLK_ff1 <= SCLK; 
        SCLK_ff2 <= SCLK_ff1;
        SCLK_ff3 <= SCLK_ff2;
        SS_n_ff1 <= SS_n;
        SS_n_ff2 <= SS_n_ff1; 
        MOSI_ff1 <= MOSI;
        MOSI_ff2 <= MOSI_ff1;
        MOSI_ff3 <= MOSI_ff2;
      end
  always @(posedge clk or negedge rst_n)
    if (!rst_n)
      state <= IDLE;
    else
      state <= nstate;
  always @(posedge clk, negedge rst_n)
    if (!rst_n)
      cmd_rdy <= 1'b0;
    else if (ld)
      cmd_rdy <= 1'b0;
    else if (set_cmd_rdy)
      cmd_rdy <= 1'b1;
  always @(state,SS_n_ff2,negSCLK)
    begin
      shft = 0;
      ld = 0;
      set_cmd_rdy = 0;
      case (state)
        IDLE : begin
          if (!SS_n_ff2)
            begin
              ld = 1;
              nstate = TX;
            end
          else nstate = IDLE;
        end
        TX : begin
          shft = negSCLK & ~SS_n_ff2;
          if (SS_n_ff2) 
            begin
              set_cmd_rdy = 1;
              nstate = IDLE;
            end
          else nstate = TX;
        end
      endcase
    end
  assign negSCLK = ~SCLK_ff2 && SCLK_ff3;
  assign MISO = (SS_n_ff2) ? 1'bz : shft_reg[15];
  assign cmd_rcvd = shft_reg;
endmodule
module dig_pot(clk,rst_n,MOSI,SCLK,SS,wipe_0,wipe_1);
  input clk,rst_n;			 
  input MOSI;				 
  input SCLK;				 
  input SS;					 
  output reg [7:0] wipe_0;		 
  output reg [7:0] wipe_1;		 
  reg cmd_rdy_ff;
  wire [15:0] cmd;			 
  wire cmd_rdy_pos_edge;
  SPI_slv iCHX_CFG(.clk(clk), .rst_n(rst_n), .tx_data(16'h00), .wrt(1'b0), .SCLK(SCLK), .MISO(),
                   .SS_n(SS), .MOSI(MOSI), .cmd_rcvd(cmd), .cmd_rdy(cmd_rdy), .rsp_rdy());
  always @(posedge clk, negedge rst_n)
    if (!rst_n)
	  wipe_0 <= 8'h80;		 
	else if (cmd_rdy_pos_edge)
	  wipe_0 <= ((cmd[13:12]==2'b01) && (cmd[8])) ? cmd[7:0] : wipe_0;
  always @(posedge clk, negedge rst_n)
    if (!rst_n)
	  wipe_1 <= 8'h80;		 
	else if (cmd_rdy_pos_edge)
	  wipe_1 <= ((cmd[13:12]==2'b01) && (cmd[9])) ? cmd[7:0] : wipe_1;	  
  always @(posedge clk, negedge rst_n)
    if (!rst_n)
	  cmd_rdy_ff <= 1'b0;
	else
	  cmd_rdy_ff <= cmd_rdy;
  assign cmd_rdy_pos_edge = cmd_rdy & ~cmd_rdy_ff;
endmodule
[flow/run.sh]
#!/bin/bash
# OpenROAD 26Q1-2900-gdf79404cd8, Yosys 0.63+post, stock flow scripts
make -C /OpenROAD-flow-scripts/flow DESIGN_CONFIG=/design/flow/config.mk WORK_HOME=/design/flow/orfs finish
[flow/constraint.sdc]
current_design dig_pot

set clk_period 3.7
set clk_io_pct 0.2

create_clock -name clk0 -period $clk_period [get_ports {clk}]

set non_clock_inputs [all_inputs -no_clocks]
set_input_delay [expr $clk_period * $clk_io_pct] -clock clk0 $non_clock_inputs
set_output_delay [expr $clk_period * $clk_io_pct] -clock clk0 [all_outputs]
==> flow_metrics.tcl <==
# yosys + openroad results
set metrics [dict create \
    status "finished clean" \
    largest_reg_flops 14 \
    avgViaCountPerCell 2.735 \
    worst_path_max_delay_cell "dfstp_2" \
    hold_violations 0 \
    core_area_um2 9774 \
    nFillCells 1051 \
    fmax_ghz 0.4985 \
    criticalPathCategory "reg2out" \
    drv_cap 0 \
    cts_root_buf "clkbuf_8" \
    grt_overflow_total 0 \
    r2r_end "wipe_0[4]" \
    max-vdd-ir-drop_v 0.0002403 \
    cts_tree "done" \
    setup_violations 0 \
    crit_path_end "wipe_0[7]" \
    common_cells "dfrtp_1, mux2_2, edfxtp_1" \
    critPathLaunch "wipe_0[7]" \
    grt.total_usage_pct 3.292 \
    fp.dieW_um 120 \
    rr_worst_depth 3 \
    cts-resized-gates 0 \
    final_core_utilization_pct 18.77 \
    antenna_found_initial 0 \
    antenna_cells 0 \
    fin_skew_ns 0.005707 \
    warnings 25 \
    worst_pin_slew_ns 0.3393 \
    crit_path_max_incr_delay_ns 0.53 \
    cts_inserted_buffers 5 \
    drc 0 \
    synth_seq_share_pct 81.78 \
    worst_setup_path_end_kind "output port" \
    final_max_slew_viol_count 0 \
    rsz0062_at_grt "false" \
    area.growth.synth_to_final_pct 36.25 \
    wl_per_cell_um 10.02 \
    fin_crit_ns 2.006 \
    grt_first_pass_wirelength_mm 3.726 \
    gp_congestion 0.7283 \
    post_cts_buffers 0 \
    worst_skew_pair.late_latency_ns 0.28 \
    io_buffers 20 \
    num_vias 629 \
    edf_count 14 \
    topCellsByArea "dfrtp_1, edfxtp_1, mux2_2" \
    yosys_warnings 4 \
    path_delay_family "flip-flops" \
    clk_pin_slew_ns 0.07 \
    whs_path_depth 0 \
    timing.reg2reg.setup_slack_ns 2.35 \
    dr.first_iter.drc_count 27 \
    cts_hold_buf 0 \
    fin_tns_setup_ns 0 \
    top_area_cell "dfrtp_1" \
    die_area_um2 14400 \
    synth_flops 41 \
    power.density_nw_per_um2 544.7 \
    clockBufferDepth 2 \
    period_used_pct 54.22 \
    hpwl_mm 1.608 \
    hp-class "reg2reg" \
    drive_gt1_share_pct 31.96 \
    syn_inst 67 \
    grt_max_degree 28 \
    grt_pass1_vias 706 \
    critPathMaxFanout 2 \
    cp_cell_sequence "clkdlybuf4s50_1" \
    relSlewSlack_pct 77.38 \
    crit_required_ns 2.96 \
    yosysChipArea_um2 1346 \
    yosys_cells 67 \
    initial_core_util_pct 13.77 \
    leakagePower_nw 0.7039 \
    clock_sink_count 41 \
    drt_first_pass_iters 2 \
    num_rows 36 \
    top_cell "dfrtp_1" \
    antenna_left 0 \
    async_flop_share_pct 65.85 \
    synth_cell_types 12 \
    path_buffers 1 \
    startpoint_type "register" \
    avgSynthCellArea_um2 20.09 \
    die_h_um 120 \
    htree_levels 2 \
    yosys.area.top_type_share_pct 42.75 \
    routed_wl_mm 2.305 \
    ff_type "dfrtp_1" \
    synth_area_um2 1346 \
    cp.arrival_ns 1.27 \
    crit_cells 1 \
    ios 21 \
    r2r_start "iCHX_CFG.shft_reg[12]" \
]
## cells in the final DEF, fill, tap and decap left out
master           synthesis  layout
bufinv_16                0       1
dfstp_2                  4       4
nand2_1                  1       1
clkinv_1                 0       1
inv_1                    2       2
mux2_2                  16      16
clkbuf_8                 0       5
and4bb_2                 1       1
nand2_2                  2       2
ha_1                     1       1
clkbuf_1                 0       1
a21oi_1                  1       1
clkdlybuf4s50_1          0      20
o21ai_0                  1       1
buf_4                    0       2
edfxtp_1                14      14
nand2b_1                 1       1
dfrtp_1                 23      23
## layout make-up
class | instances | area (um^2) | area share (%)
clock buffer | 6 | 72.57 | 3.956
sequential | 41 | 1101 | 60.03
inverter | 2 | 7.507 | 0.4093
timing repair buffer | 22 | 215.2 | 11.73
multi-input combinational | 24 | 237.7 | 12.96
tap | 133 | 166.4 | 9.072
clock inverter | 2 | 33.78 | 1.842
## kinds of logic after synthesis
kind of cell             after synthesis  synth area share, %
multiplexers                          16                13.38
AND/OR/NAND/NOR                        5                2.602
flip-flops                            41                81.78
AND-OR/OR-AND                          2               0.7428
adder cells (fa/ha/maj)                1               0.9292
buffers and inverters                  2               0.5578
## how the worst min path moves through the flow
stage                               end         startpoint  slack, ns
after CTS             iCHX_CFG.MOSI_ff2  iCHX_CFG.MOSI_ff1       0.36
final                 iCHX_CFG.MOSI_ff2  iCHX_CFG.MOSI_ff1       0.35
after global routing  iCHX_CFG.SS_n_ff2  iCHX_CFG.SS_n_ff1       0.36
## layer usage
metal	vias to the layer above	routed length (um)	GRT usage, %
met4	0	8	0.4525
met1	308	1077	4.390
met5	-	0	0
li1	297	-	-
met2	22	919	4.402
met3	2	299	2.285
## stage by stage
step	setup slack, ns	area [um^2]	power [mW]	hold WS, ns	std cells
floorplan	2.076	1346	0.5728	0.3312	67
global placement	1.999	1728	0.6693	0.3338	222
detailed placement	1.993	1728	0.6719	0.3395	222
CTS	1.675	1834	1.018	0.3562	230
global route	1.638	1834	1.049	0.3603	230
finish	1.694	1834	0.9991	0.3535	230
## power breakdown
part	total, mW	switching (mW)	internal, mW
clock network	0.342	0.143	0.199
logic	0.119	0.0289	0.0906
registers	0.538	0.0201	0.517
Power is estimated from default activity; no workload was simulated.
